<file path="design/flow/config.mk">
export PLATFORM = sky130hd
export DESIGN_NAME = dualpreg_tm_test
export DESIGN_NICKNAME = dualpreg_tm_test
export VERILOG_FILES = /design/flow/design.v
export SDC_FILE = /design/flow/constraint.sdc
export NUM_CORES = 4
export LEC_CHECK = 1
export CORE_UTILIZATION = 40
</file>
<file path="design/flow/design.v">
module dualpreg_tm_test
(
  input clk,
  input  we,  
  input clr,  
  input [7:0] OR2,
  input [7:0] A_in ,
  input [7:0] B_in ,
  input [7:0] ALU_IN,
  input [7:0] SP,
  input [7:0] mem,
  input [2:0] mux_sel,
  input [2:0] read_seg ,
  input [2:0] write_seg,
  output reg [7:0] dataout_A,
  output reg [7:0] dataout_B,
  output	[7:0]	R0,
	output	[7:0]	R1,
	output	[7:0]	R2,
	output	[7:0]	R3,
	output	[7:0]	R4,
	output	[7:0]	R5,
	output	[7:0]	R6,
	output	[7:0]	R7
);
reg [7:0] regmemory [7:0] ;
always @(posedge clk) 
begin 
if (clr) begin
    regmemory[3'b000] <= 1'b0;
    regmemory[3'b001] <= 1'b0;
    regmemory[3'b010] <= 1'b0;
    regmemory[3'b011] <= 1'b0;
    regmemory[3'b100] <= 1'b0;
    regmemory[3'b101] <= 1'b0;
    regmemory[3'b110] <= 1'b0;
    regmemory[3'b111] <= 1'b0;
end
else if (we) begin
    if (mux_sel == 3'b000)  
    begin
    regmemory[write_seg] = A_in;
    end
    else if (mux_sel == 3'b001)  
    begin 
    regmemory[write_seg] = B_in;
    end
    else if (mux_sel == 3'b010)  
    begin
    regmemory[write_seg] = OR2;
    end
    else if (mux_sel == 3'b011)  
    begin
    regmemory[write_seg] = ALU_IN;
    end
    else if (mux_sel == 3'b100)  
    begin 
    regmemory [3'b000] = SP ;
    end
    else if (mux_sel == 3'b101)  
    begin
    regmemory[3'b000] = B_in;
    end
    else if (mux_sel == 3'b110)  
    begin
    regmemory[write_seg] = mem;
    end
   end
end
  always @(posedge clk) 
  begin 
   dataout_A <= regmemory[3'b000];
   dataout_B <= regmemory[read_seg]; 
  end
assign R0 = regmemory[0];
assign R1 = regmemory[1];
assign R2 = regmemory[2];
assign R3 = regmemory[3];
assign R4 = regmemory[4];
assign R5 = regmemory[5];
assign R6 = regmemory[6];
assign R7 = regmemory[7];
endmodule
</file>
<file path="design/flow/constraint.sdc">
current_design dualpreg_tm_test

set clk_period 4.2
set clk_io_pct 0.2

create_clock -name clk0 -period $clk_period [get_ports {clk}]

set non_clock_inputs [all_inputs -no_clocks]
set_input_delay [expr $clk_period * $clk_io_pct] -clock clk0 $non_clock_inputs
set_output_delay [expr $clk_period * $clk_io_pct] -clock clk0 [all_outputs]
</file>
<file path="design/flow/run.sh">
#!/bin/bash
# OpenROAD 26Q1-2900-gdf79404cd8, Yosys 0.63+post, stock flow scripts
make -C /OpenROAD-flow-scripts/flow DESIGN_CONFIG=/design/flow/config.mk WORK_HOME=/design/flow/orfs finish
</file>
==> results.txt <==
run metrics: status complete, no violations, drt drc 0, CTS Hold Bufs 0, drt pass-1 iters 4, comb. cell area ~1500 um^2, ANT nets after route 0, final setup vio count 0, WL per Instance between 15 and 20 um, Setup WS pre-CTS between 0.9 and 1 ns, HPWL after DPL around 8100 um, cycle use final 0.701, maximum clock frequency around 0.34 GHz, FP Util 0.417, Final Worst Setup Slack 1.25 ns, via count just under 3000, Bufs on Longest Clock Path 2, share of cells above drive strength 1 0.159, max_slew headroom 0.617, initial drt markers between 100 and 150, count of cell types in the netlist 29, area grow syn2layout 45.0%, sequential fraction of the synthesis area 0.577, chip area 10100 um^2, Gate Count Post-Synth about 290, crit path time final slightly below 3 ns, global-route usage over all layers 0.233, Boundary Pins roughly 140, post_cts resized 0, max-slew violations 0, top-count cell post-synth edfxtp_1, CTS buffer count 9, top cells by area edfxtp_1, mux4_2, dfxtp_1, peak supply drop 0.197 mV, CTS root buffer clkbuf_8, Fin. Hold Viols 0, clk latency late pin 0.35 ns, Synthesis Warnings 1, Post-Syn Area between 3000 and 4000 um^2, # Cells Yosys 293, port bufs approximately 140, final setup TNS 0 ns, Dominant Register Cell edfxtp_1, CTS sink count approximately 80, top cells by count edfxtp_1, nor2_1, dfxtp_1, mux2_2, mux4_2, Max-area cell share 0.494, initial antenna violation count 0, unrepaired setup endpoints after global routing false, tool warning count 25, CTS tree done, first-pass GRT wire length 16300 um, ANT cells 0, Hold Path Class reg2reg, WS Path Type in2reg, Post-synth EDFFs about 64, gr ovfl total 0, Slew @ Worst Pin approximately 0.57 ns, yosys stat chip area 3890 um^2, Via density ~5.1, Registers, synthesis approximately 80, Max-cap violations 0, CP arrival approximately 3.0 ns, pwr dens approximately 330 nW/um^2, total core area approximately 9300 um^2, worst path required time 4.28 ns, GPL Wtd Cong about 0.85, syn_area_per_cell 13.3 um^2, Synth area leader edfxtp_1, leak pwr between 1.5 and 2 nW, Max Fanout on Critical Path 23, Critical Path Source Type input pin, H-tree depth 3, vias in the first global route about 3000, cell row count 35, pin count of the biggest net entering global routing 24, Setup crit end kind flop, post-synthesis async set-or-reset flop share 0, wirelength, routed 10500 um, sequential cell area between 2000 and 2500 um^2, Fin Clk Skew around 0.011 ns, filler instances around 730, postcts setup bufs 0, Reg clk slew, reported paths approximately 0.080 ns, Die Y slightly above 100 um, die width 101 um
## worst max-delay path: stages
cell	delay [ns]
clkdlybuf4s50_1	0.66
or3b_4	0.63
or3_1	0.42
a41oi_4	0.37
nor2_1	0.10
## path summary, 6_finish.rpt
path	slack, ns	from	depth (start not counted)	endpoint
min reg2reg	0.42	regmemory[0][6]	0	dataout_A[6]
max	1.25	mux_sel[2]	5	regmemory[4][3]
min	0.42	regmemory[0][6]	0	dataout_A[6]
max reg2reg	2.87	regmemory[0][7]	2	dataout_B[7]
## stage by stage
stage | hold WS [ns] | utilization | total power [mW] | cells | instance area, um^2
final | 0.417 | 0.604 | 1.87 | 570 | 5640
after global routing | 0.432 | 0.604 | 1.95 | 570 | 5640
after CTS | 0.422 | 0.604 | 1.89 | 570 | 5640
after detailed placement | 0.401 | 0.581 | 1.27 | 554 | 5420
after global placement | 0.404 | 0.581 | 1.27 | 554 | 5420
after floorplan | 0.343 | - | 1.06 | 293 | 3890
## power by group
group / switching (mW) / internal, mW
combinational: 0.104 / 0.203
sequential: 0.0307 / 0.913
clock: 0.281 / 0.338
total: 0.416 / 1.45
## metal layers
metal | routed length, um | vias to the layer above | global-route usage | part of all wire
met1 | 4640 | 1404 | 0.364 | 0.44
li1 | - | 1373 | - | -
met4 | 155 | 0 | 0.0290 | 0.015
met5 | 0 | - | 0 | 0
met3 | 730 | 12 | 0.0762 | 0.070
met2 | 4960 | 120 | 0.354 | 0.47
## registers in the layout, summed over array words and instances (netlist names)
name,flops
regmemory,64
dataout_B,8
dataout_A,8
## cell usage in the layout (no fill, tap or decap), types with 2 or more instances in the layout
cell type and count:
or3_1 7, mux2_2 16, nand3_1 2, edfxtp_1 64, inv_1 8, o21ai_1 7
clkinvlp_4 2, clkbuf_8 9, nor3b_1 7, or3_4 7, and3b_1 2, buf_4 6
bufinv_16 2, nand3b_1 4, nor2b_1 3, a41oi_4 7, o21ai_0 10, nor2_1 60
dfxtp_1 16, nand2_1 15, o21bai_1 7, nor3_1 8, mux4_2 16, nand2b_1 9
clkdlybuf4s50_1 139
## cell type report
| type | instances | area share |
|---|---|---|
| multi-input cells | 192 | 0.275 |
| repair buffers | 145 | 0.255 |
| inverters | 8 | 0.00533 |
| clock inverters | 6 | 0.0164 |
| clock buffers | 10 | 0.0226 |
| flip-flops and latches | 80 | 0.398 |
| well taps | 129 | 0.0286 |
## cell families after synthesis
family,Yosys count,share of synthesized area
simple gates,125,0.165
flops,80,0.577
compound gates,35,0.0943
mux,32,0.139
buf+inv,21,0.0251
Power figures rest on the tool's default switching activity, not on a simulated workload.
